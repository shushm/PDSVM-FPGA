==> flow/design.v <==
`timescale 1ns / 1ps
module multiple_five(
       mul_a,
       mul_b,
       data_five,
		 svm_enable,
		 start,
		 busy_five, 
		 clk,
		 rst_n
    );
      parameter   MUL_WIDTH  = 17;
      parameter   MUL_RESULT = 34; 
		input [MUL_WIDTH-1:0]   mul_a;   
      input [MUL_WIDTH-1:0]   mul_b; 
      input                   clk; 
      input                   rst_n;
      input start;
		input svm_enable;
      output reg busy_five; 
	   reg busy; 
      output reg [MUL_RESULT-3:0]  data_five;
		reg [MUL_RESULT-3:0]   mul_32_out;
      reg [MUL_RESULT-3:0]   mul_out; 
		reg [MUL_RESULT-1:0]   mul_out_reg;  
		reg                    msb; 
		reg                    msb_reg_0; 
		reg                     msb_reg_1; 
		reg                    msb_reg_2; 
		reg                    msb_reg_3; 
		reg [MUL_WIDTH-1:0]   mul_a_reg;
		reg [MUL_WIDTH-1:0]   mul_b_reg;
       reg [MUL_RESULT-2:0]   stored0;
		 reg [MUL_RESULT-2:0]   stored1; 
		 reg [MUL_RESULT-2:0]   stored2; 
		 reg [MUL_RESULT-2:0]   stored3; 
		 reg [MUL_RESULT-2:0]   stored4; 
		 reg [MUL_RESULT-2:0]   stored5; 
		 reg [MUL_RESULT-2:0]   stored6; 
		 reg [MUL_RESULT-2:0]   stored7;
		 reg [MUL_RESULT-2:0]   stored8; 
		 reg [MUL_RESULT-2:0]   stored9;
		 reg [MUL_RESULT-2:0]   stored10; 
		 reg [MUL_RESULT-2:0]   stored11; 
		 reg [MUL_RESULT-2:0]   stored12; 
		 reg [MUL_RESULT-2:0]   stored13; 
		 reg [MUL_RESULT-2:0]   stored14; 
		 reg [MUL_RESULT-2:0]   stored15;
       reg [MUL_RESULT-2:0]   stored16;
       reg [MUL_RESULT-2:0]   add0_0; 
		 reg [MUL_RESULT-2:0]   add0_1; 
		 reg [MUL_RESULT-2:0]   add0_2; 
		 reg [MUL_RESULT-2:0]   add0_3; 
		 reg [MUL_RESULT-2:0]   add0_4; 
		 reg [MUL_RESULT-2:0]   add0_5; 
		 reg [MUL_RESULT-2:0]   add0_6; 
		 reg [MUL_RESULT-2:0]   add0_7;
		 reg [MUL_RESULT-2:0]   add1_0; 
		 reg [MUL_RESULT-2:0]   add1_1; 
		 reg [MUL_RESULT-2:0]   add1_2; 
		 reg [MUL_RESULT-2:0]   add1_3;
		 reg [MUL_RESULT-2:0]   add2_0; 
		 reg [MUL_RESULT-2:0]   add2_1;
		 reg [MUL_RESULT-1:0]   add3_0;
		 reg [7:0] mul_sub; 
		always @ ( posedge clk or negedge rst_n ) 
      begin 
      if ( !rst_n ) 
       begin 
         mul_a_reg <= 17'b0;
         mul_b_reg <= 17'b0;
		   stored0 <= 33'b0; 
			stored1 <= 33'b0; 
			stored2 <= 33'b0;    
			stored3 <= 33'b0; 
			stored4 <= 33'b0; 
			stored5 <= 33'b0;
			stored6 <= 33'b0; 
			stored7 <= 33'b0;
			stored8 <= 33'b0; 
			stored9 <= 33'b0; 
			stored10 <= 33'b0; 
			stored11 <= 33'b0; 
			stored12 <= 33'b0;  
			stored13 <= 33'b0;     
			stored14 <= 33'b0;  
			stored15 <= 33'b0;
		   stored16 <= 33'b0;	
		add0_0 <= 33'b0;  
		add0_1 <= 33'b0;    
		add0_2 <= 33'b0;    
		add0_3 <= 33'b0;
		add0_4 <= 33'b0; 
		add0_5 <= 33'b0;     
		add0_6 <= 33'b0;     
		add0_7 <= 33'b0;
		add1_0 <= 33'b0; 
		add1_1 <= 33'b0;
		add1_2 <= 33'b0;
		add1_3 <= 33'b0; 
		add2_0 <= 33'b0; 
		add2_1 <= 33'b0;
		add3_0 <= 33'b0;
		msb <= 1'b0; 
		msb_reg_0 <= 1'b0;
		msb_reg_1 <= 1'b0;
		msb_reg_2 <= 1'b0; 
		msb_reg_3 <= 1'b0; 
		mul_out_reg <= 34'b0;
		mul_out <= 32'b0;
      mul_32_out <= 32'b0;	
      data_five <= 32'b0; 
		mul_sub <= 8'b0;
		busy_five <= 1'b1;
      busy <= 1'b1;	
    end
		else if(svm_enable == 1'b1)
		begin 
		if(start == 1'b1)
		begin  
			busy_five <= 1'b1;
			busy <= 1'b1;
			mul_sub <= mul_sub + 1; 
			mul_a_reg <= (mul_a[16]==0)?  mul_a : {1'b0,~mul_a[15:0]+1'b1};          
			mul_b_reg <= (mul_b[16]==0)?  mul_b : {1'b0,~mul_b[15:0]+1'b1};
			msb_reg_0 <= mul_a[16] ^ mul_b[16]; 
			msb_reg_1 <= msb_reg_0;         
			msb_reg_2 <= msb_reg_1;          
			msb_reg_3 <= msb_reg_2;         
			msb <= msb_reg_3;          
			stored0 <= mul_b_reg[0] ? {17'b0,mul_a_reg[15:0]}       : 33'b0;         
			stored1 <= mul_b_reg[1] ? {16'b0,mul_a_reg[15:0],1'b0}  : 33'b0;          
			stored2 <= mul_b_reg[2] ? {15'b0,mul_a_reg[15:0],2'b0}  : 33'b0;          
			stored3 <= mul_b_reg[3] ? {14'b0,mul_a_reg[15:0],3'b0}  : 33'b0;          
			stored4 <= mul_b_reg[4] ? {13'b0,mul_a_reg[15:0],4'b0}  : 33'b0;          
			stored5 <= mul_b_reg[5] ? {12'b0,mul_a_reg[15:0],5'b0}  : 33'b0;         
			stored6 <= mul_b_reg[6] ? {11'b0,mul_a_reg[15:0],6'b0}  : 33'b0;         
			stored7 <= mul_b_reg[7] ? {10'b0,mul_a_reg[15:0],7'b0}  : 33'b0;          
			stored8 <= mul_b_reg[8] ? {9'b0,mul_a_reg[15:0],8'b0}  : 33'b0;          
			stored9 <= mul_b_reg[9] ? {8'b0,mul_a_reg[15:0],9'b0}  : 33'b0;          
			stored10 <= mul_b_reg[10] ? {7'b0,mul_a_reg[15:0],10'b0}  : 33'b0;          
			stored11 <= mul_b_reg[11] ? {6'b0,mul_a_reg[15:0],11'b0}  : 33'b0;          
			stored12 <= mul_b_reg[12] ? {5'b0,mul_a_reg[15:0],12'b0}  : 33'b0;          
			stored13 <= mul_b_reg[13] ? {4'b0,mul_a_reg[15:0],13'b0}  : 33'b0;          
			stored14 <= mul_b_reg[14] ? {3'b0,mul_a_reg[15:0],14'b0}  : 33'b0;         
			stored15 <= mul_b_reg[15] ? {2'b0,mul_a_reg[15:0],15'b0}  : 33'b0; 
			stored16 <= mul_b_reg[16] ? {1'b0,mul_a_reg[15:0],16'b0}  : 33'b0; 
			add0_0 <= stored0 + stored1;        
			add0_1 <= stored2 + stored3;         
			add0_2 <= stored4 + stored5;        
			add0_3 <= stored6 + stored7;         
			add0_4 <= stored8 + stored9;          
			add0_5 <= stored10 + stored11;         
			add0_6 <= stored12 + stored13;      
			add0_7 <= stored14 + stored15;         
			add1_0 <= add0_0 + add0_1;         
			add1_1 <= add0_2 + add0_3;         
			add1_2 <= add0_4 + add0_5;      
			add1_3 <= add0_6 + add0_7;         
			add2_0 <= add1_0 + add1_1;         
			add2_1 <= add1_2 + add1_3;          
			add3_0 <= (add2_0 + add2_1) + stored16;
			mul_out_reg <= (add3_0==0)? 34'b0 : {msb,add3_0[32:0]};
			mul_32_out <= (mul_out_reg[33]==0)?(mul_out_reg[31:0]):(0 - mul_out_reg[31:0]);
			mul_out <= (mul_32_out[31:0] == 0)? 32'b0 : mul_32_out;	
			data_five <= mul_out;
			if(mul_sub >= 10)
				begin
					  busy <= 1'b0;
			        busy_five <= busy;
				end
			end
			else if(start == 1'b0)
			begin
				mul_sub <= 0;
			end
   end
end
endmodule
==> flow/run.sh <==
#!/bin/bash
# OpenROAD 26Q1-2900-gdf79404cd8, Yosys 0.63+post, stock flow scripts
make -C /OpenROAD-flow-scripts/flow DESIGN_CONFIG=/design/flow/config.mk WORK_HOME=/design/flow/orfs finish
==> flow/config.mk <==
export PLATFORM = sky130hd
export DESIGN_NAME = multiple_five
export DESIGN_NICKNAME = multiple_five
export VERILOG_FILES = /design/flow/design.v
export SDC_FILE = /design/flow/constraint.sdc
export NUM_CORES = 4
export LEC_CHECK = 1
export CORE_UTILIZATION = 40
==> flow/constraint.sdc <==
current_design multiple_five

set clk_period 7.6
set clk_io_pct 0.2

create_clock -name clk0 -period $clk_period [get_ports {clk}]

set non_clock_inputs [all_inputs -no_clocks]
set_input_delay [expr $clk_period * $clk_io_pct] -clock clk0 $non_clock_inputs
set_output_delay [expr $clk_period * $clk_io_pct] -clock clk0 [all_outputs]
==> run_results.csv <==
group,metric,value,unit
place,dp_hpwl,63100,µm
drt,num_vias,30000,
cts,cts_sinks,745,
finish,fin_area,44300,µm²
finish,largest_register_ffs,65,
global_routing,grt_pass1_wl,155000,µm
cts,clkTransAtPathRegs,60,ps
drt,viasPerCell,5.14,
min_path,whs_path_depth,2,
cts,clk_latency,640,ps
critical_path,reg2reg_depth,10,
finish,syn2layout_area_growth,11.8,%
finish,fillers,9293,
global_routing,grtUsageTotal,0.198,
critical_path,arrival,4190,ps
critical_path,cpMostUsedCell,"buf_12",
global_routing,grt_pass1_vias,28400,
die,fp_util,0.403,
sta,worst_pin_slew,888,ps
yosys,syn_inst,4521,
yosys,ys_async_sr_fraction,1.00,
global_routing,antenna_found_initial,5,
finish,lay_top_cells,"nand2_1, dfrtp_1, o21ai_0, nand3_1, ha_1",
die,fp.dieW,317,µm
power_and_ir_drop,p_leak,0.0222,µW
cts,cts_root_buf,"clkbuf_16",
cts,htree_num_levels,3,
die,die-area,100000,µm²
critical_path,worst-path-buf-inv,3,
finish,lay_top_count,"nand2_1",
die,dieHeight,317,µm
finish,combGateArea,19800,µm²
sta,finalMaxSlewViolations,0,
yosys,synth_cell_types,73,
yosys,synth_area,39600,µm²
drt,wire_per_inst,16.0,µm
yosys,yosysWarnings,1,
sta,finalClockPeriodUsage,0.483,
critical_path,crit_path_top_delay_cell,"clkdlybuf4s50_1",
sta,finalSetupTns,0,ps
critical_path,crit_path_end_kind,"register",
yosys,synth-edff-count,0,
power_and_ir_drop,irDropWorstVdd,0.166,mV
die,coreArea,98300,µm²
cts,cts_made_buffers,86,
drt,totalWireLength,93200,µm
cts,clk_path_buf_depth,3,
finish,regArea,18600,µm²
yosys,postSynthSeqShare,0.471,
flow_run,maxCapViolations,0,
cts,cts.repair.resized,0,
flow_run,warnings,53,
min_path,hp-class,"reg2reg",
global_routing,grt_max_degree,174,
sta,fin_crit,3670,ps
place,gp_congestion,0.884,
place,placed_cells,5684,
finish,final_cells,5840,
drt,drcViolationCount,0,
critical_path,cp_top_family,"buffers and inverters",
critical_path,required,8120,ps
sta,slew_headroom,0.408,
critical_path,cp_cell_sequence,"clkdlybuf4s50_1 -> nand2_4 -> buf_12 -> buf_12 -> nor2_1 -> a22o_1",
sta,setup-violations-final,0,
sta,grt_setup_unrepaired,"no",
critical_path,cp.depth,6,
die,num_io_pins,71,
critical_path,critPathKind,"in2reg",
yosys,yosys_area,39600,µm²
sta,clock_skew,13.2,ps
cts,tritoncts,"yes",
cts,holdBufCountCts,0,
critical_path,max_stage_delay,600,ps
critical_path,startpoint_type,"input pin",
die,num_rows,115,
cts,post_cts_buffers,0,
drt,drtIter0Drc,2252,
place,postPlaceCellArea,41500,µm²
sta,fmaxAchievable,272,MHz
yosys,ys_ff,745,
critical_path,crit_path_max_fanout,146,
yosys,ys_cells,4521,
outcome,outcome,"completed",
place,placement.io_buffers,70,
drt,drtAntennaViolNets,0,
sta,hold_viol,0,
yosys,avgSynthCellArea,8.76,µm²
finish,drive_gt1_frac,0.0446,
yosys,ff_type,"dfrtp_1",
global_routing,grt_overflow,0,
drt,dr.pass1.iters,5,
power_and_ir_drop,cellPowerDensity,311,nW/µm²
layer usage:
metal	GRT usage	wire (µm)	vias to the layer above
met4	0.0259	1340	8
met3	0.0621	6980	103
li1	-	-	15400
met5	0	49	-
met2	0.274	38900	526
met1	0.321	45900	14000
synthesized netlist by cell type (44+ instances only):
| cell | count | area share |
|---|---|---|
| nand2_1 | 1390 | 0.13 |
| dfrtp_1 | 743 | 0.47 |
| o21ai_0 | 308 | 0.039 |
| nand3_1 | 302 | 0.038 |
| ha_1 | 241 | 0.076 |
| clkbuf_1 | 205 | 0.019 |
| a21oi_1 | 173 | 0.022 |
| xor2_1 | 160 | 0.035 |
| o21ai_1 | 120 | 0.015 |
| nor2_1 | 114 | 0.011 |
| xnor2_1 | 103 | 0.023 |
| a21o_1 | 79 | 0.015 |
| inv_1 | 70 | 0.0066 |
| o21a_1 | 44 | 0.0083 |
worst paths after layout:
kind	startpoint	to	slack, ps
min in group asynchronous	rst_n	add3_0[6]	870
max	svm_enable	add0_0[6]	3930
max reg2reg	stored10[11]	add0_5[25]	4550
max in group asynchronous	rst_n	stored12[17]	4980
min reg2reg	mul_out[18]	data_five[18]	460
min	mul_out[18]	data_five[18]	460
worst register-to-register path, stage by stage (launching register included):
cell and delay, ps:
dfrtp_1 380, ha_1 240, fa_1 410, a21o_1 230, a21oi_1 330, o21ai_1 150, a32o_1 300, or4_1 400
a31oi_1 210, xor2_1 180, o21ai_1 70
cells by family after synthesis:
family                     synth area share
and+or+nand+nor                       0.211
AOI/OAI and AO/OA                     0.145
DFF                                   0.471
buffers and inverters                0.0290
xor gates and xnor gates             0.0582
adders and majority gates            0.0838
muxes                               0.00209
where the power goes:
part	total, µW	internal [µW]	switching, µW
combinational	3900	1620	2280
clock	4110	2440	1670
sequential	5750	4950	793
total	13800	9010	4740
stage by stage:
stage                     worst slack, ps  total power, µW  hold WS [ps]  utilization
after floorplan                      4590             8430           421            -
after global placement               3310             9680           446        0.422
after detailed placement             3240             9720           450        0.422
after CTS                            3970            13900           461        0.451
after global routing                 3670            14800           481        0.451
final                                3930            13800           459        0.451
area by class of cell:
class	count	area share
multi-input combinational	3470	0.447
clock buffer	132	0.0585
inverter	70	0.00593
antenna	1	0.0000565
timing repair buffer	112	0.0259
tap	1287	0.0364
clock inverter	23	0.00489
sequential	745	0.421
Power and IR drop assume default switching activity.
